==> instruction_memory.mem <==
@0
00000000
00000000
00001000
00100000
@4
10101100
00000001
00000111
11010000
@8
00101000
00100010
00000000
00101000
@c
00010000
01000000
00000000
00000110
@10
10001100
00100011
00000011
11101000
@14
10001100
00000100
00000111
11010000
@18
00000000
01100100
00101000
00100000
@1c
10101100
00000101
00000111
11010000
@20
00100000
00100001
00000000
00000100
@24
00001000
00000000
00000000
00000010
@28
10001100
00000110
00000111
11010000
@2c
00000000
00000000
00000000
00000000
@30
00000000
00000000
00000000
00000000

==> data_memory.mem <==
@3e8
00000000
00000000
00000000
00000011
@3ec
00000000
00000000
00000000
00000011
@3f0
00000000
00000000
00000000
00000011
@3f4
00000000
00000000
00000000
00000011
@3f8
00000000
00000000
00000000
00000011
@3fc
00000000
00000000
00000000
00000011
@400
00000000
00000000
00000000
00000011
@404
00000000
00000000
00000000
00000011
@408
00000000
00000000
00000000
00000011
@40c
00000000
00000000
00000000
00000011
==> run.sh <==
#!/bin/bash
# OpenROAD 26Q1-2900-gdf79404cd8, Yosys 0.63+post, stock flow scripts
make -C /OpenROAD-flow-scripts/flow DESIGN_CONFIG=/design/flow/config.mk WORK_HOME=/design/flow/orfs finish
==> config.mk <==
export PLATFORM = sky130hd
export DESIGN_NAME = register_file
export DESIGN_NICKNAME = register_file
export VERILOG_FILES = /design/flow/design.v
export SDC_FILE = /design/flow/constraint.sdc
export NUM_CORES = 4
export LEC_CHECK = 1
export CORE_UTILIZATION = 30
==> constraint.sdc <==
current_design register_file

set clk_period 5.1
set clk_io_pct 0.2

create_clock -name clk0 -period $clk_period [get_ports {clk}]

set non_clock_inputs [all_inputs -no_clocks]
set_input_delay [expr $clk_period * $clk_io_pct] -clock clk0 $non_clock_inputs
set_output_delay [expr $clk_period * $clk_io_pct] -clock clk0 [all_outputs]
==> design.v <==
module instruction_memory (address , instruction);
    input [31:0]address;
    output [31:0]instruction;
    reg [7:0]data[65535:0];
    assign instruction = {data[address+0],data[address+1],data[address+2],data[address+3]};
    initial $readmemb("instruction_memory.mem",data);
endmodule
module data_memory (clk,address,write_data,read_data,memwrite,memread);
    input clk , memwrite , memread;
    input [31:0]address;
    input [31:0]write_data;
    output [31:0]read_data;
    reg [7:0]data[65535:0];
    always @(posedge clk) begin
        if (memwrite) {data[address+0],data[address+1],data[address+2],data[address+3]} <= write_data;
    end
    assign read_data = (memread) ? {data[address+0],data[address+1],data[address+2],data[address+3]} : 32'bz;
    initial $readmemb("data_memory.mem",data);
endmodule
module register_file (clk,reg_write,read_reg_1,read_reg_2,write_reg,write_data,read_data_1,read_data_2);
    input reg_write , clk;
    input [31:0] write_data;
    input [4:0] read_reg_1 , read_reg_2 , write_reg;
    output [31:0] read_data_1 , read_data_2;
    reg [31:0]data[31:0];
    always @(posedge clk) begin
        if (reg_write) data[write_reg] <= write_data;
    end
    assign read_data_1 = data[read_reg_1];
    assign read_data_2 = data[read_reg_2];
    initial data[0] = 0;
endmodule
==> run summary <==
Final min period: 4970 ps
port bufs: 112
Top reg by flops: data
GRT overflow: 0
Max clock buf depth: 3
RSZ-0062 raised after global routing: false
maximum clock frequency: 0.201 GHz
yosys stat area: 48800 um2
max capacitance violation total: 0
global routing's busiest layer: met2
worst-path fanout max: 14
total die area: 164000 um2
biggest regs: data (1024)
Cell Type Count: 23
WS Path Type: input port to output port
area delta synth->final: 17.1%
switching power total: 4.44 mW
initial antenna violation count: 10
DR iter-0 viols: 1928
Peak VDD IR: 0.000285 V
Post-Syn Area: 48800 um2
Log Warnings: 26
critical path required time: 4080 ps
Num CTS Buffers: 104
H-tree levels: 3
CTS Sinks: 1024
synth warn: 2
fill count: 15100
Die Ht: 405 um
Placed Area: 53800 um2
Largest stage delay, worst path: 750 ps
Hold Crit Class: input port to register
IO Count: 113
Largest delay share family, worst path: buffers and inverters
via count: 31200
dominant synthesized flop cell: edfxtp_1
final wirelength: 155000 um
1st-pass router iterations: 5
Mapped Cells: 3386
clock share of power: 40.3%
crit share post-route: 97.5%
Core ar.: 161000 um2
Synth Area per Inst: 14.4 um2
post-DR vias/cell: 5.38
largest net degree at the start of global routing: 77
post-cts hold buffer count: 0
combinational share of power: 9.7%
fp_density: 30.3%
LEAKAGE: 20.7 nW
GR met2 Demand/Resource: 29.8%
yosys cell count: 3386
switching part of the total: 23.6%
CP startpoint kind: input port
GRT Overall Usage: 19.8%
share of post-route cells with drive strength above 1: 10.8%
clk slew on worst S/H paths: 60 ps
worst slew pin tran: 855 ps
post-CTS sizing: 0
Die Span X: 405 um
DP HPWL: 90900 um
crit-path cells: clkdlybuf4s50_1 -> nor2b_4 -> buf_4 -> buf_4 -> a22o_1 -> nor3_1 -> a31oi_1 -> nand3_1 -> clkdlybuf4s50_1
met3 Use GR: 12.3%
Final Power: 18.8 mW
Synth flops: 1024
first-pass GRT wire length: 223000 um
Pwr Density: 329 nW/um2
ys async rst share: 0%
Internal: 14.4 mW
Seq share, synth: 63.0%
post-CTS setup buffers: 0
hold slack: 1120 ps
Worst Setup End Kind: output port
CP max stage cell: clkdlybuf4s50_1
total negative slack: 0 ps
worst path buffer plus inverter count: 4
Slew HR: 42.8%
vias in the first global route: 32100
antenna-violating nets left: 0
GR Layer Usage met1: 24.2%
Non-Filler Instances: 5797
placed instance count: 5601
DRC errors left: 0
TritonCTS clock tree: done
Top area cell types: edfxtp_1 63%, mux2i_1 21%, a22oi_1 3.0%, a22o_1 2.3%, nand3_1 2.0%
status: finished clean
max reg flops: 1024
largest area contributor in the synthesized netlist: edfxtp_1
Post-synth EDFFs: 1024
Setup violations, final: 0
Yosys top cell area share: 63.0%
top cells by count, synth: 1024 x edfxtp_1, 1024 x mux2i_1, 195 x nand2_1, 194 x nand3_1
Seq pwr share: 50.0%
GP Congestion: 0.875
site row count: 147
Root Buffer: clkbuf_16
CP arrival: 3950 ps
Final Hold Fails: 0
post-route design area: 57100 um2
Final Max Slew Viols: 0
WL/cell: 26.8 um
==> cell families (layout without fill, tap and decap cells) <==
logic type / Yosys count / count (layout) / synth area share [%]
buf+inv: 253 / 502 / 3.21
mux: 1024 / 1024 / 21.0
flops: 1024 / 1024 / 63.0
other cells: 0 / 2 / 0
simple gates: 509 / 509 / 4.71
compound gates: 576 / 576 / 8.04
==> power groups by stage <==
stage	registers, mW	clock network [mW]	logic [mW]
after CTS	9.40	7.68	1.82
after global routing	9.41	7.98	1.93
final	9.40	7.57	1.82
==> path summary, 6_finish.rpt <==
kind | endpoint | start | depth (start not counted)
worst max-delay path | read_data_2[6] | read_reg_2[2] | 9
worst min-delay path | data[25][17] | write_data[17] | 2
==> layer usage <==
metal	routed length, um	vias to the layer above
li1	-	13700
met1	56100	15400
met2	71300	1735
met3	22800	298
met4	5210	16
met5	82	-
==> layout make-up <==
class	instances	area, um2	share of cell area [%]
clock buffer	125	2680	4.69
multi-input combinational	2109	16800	29.4
tap	2160	2700	4.73
antenna	2	5.00	0.00876
sequential	1024	30700	53.8
timing repair buffer	308	3540	6.20
clock inverter	69	678	1.19
==> placed cells by master (no fill, tap or decap) <==
master	netlist	routed
nand2b_2	0	4
nand2_1	195	193
buf_4	47	121
or2_2	2	2
clkdlybuf4s50_1	0	110
a22o_1	128	128
a22oi_1	192	192
edfxtp_1	1024	1024
clkinvlp_4	0	4
nor2_1	35	1
nor2_4	0	34
clkinv_8	0	3
diode_2	0	2
and2_4	0	2
clkinv_2	0	17
nand2_2	0	2
clkbuf_1	86	21
nand3b_1	5	5
a31oi_1	64	64
clkinv_16	0	2
or3b_2	3	3
nand3_1	194	194
inv_8	0	2
nor3_1	64	64
a21oi_1	192	192
clkinv_4	0	1
mux2i_1	1024	1024
clkbuf_16	0	104
clkinv_1	0	28
buf_12	0	75
nor2b_4	0	4
bufinv_16	0	10
buf_8	0	2
inv_6	0	2
or3_1	1	1
==> metrics by stage <==
stage	setup slack [ps]	util, %
2_1_floorplan	1650	-
3_3_place_gp	131	33.4
3_5_place_dp	150	33.4
4_1_cts	130	35.5
5_1_grt	49.2	35.5
6_report	128	35.5
Power is estimated from default activity; no workload was simulated.
