==> ./design.v <==
`timescale 1 ns/1ns
module DataMemory(input clk, Mem_Read, Mem_Write, input [31:0] Address, Write_Data, output logic[31:0] Read_Data);
  logic [31:0] data[0:7999];
  initial $readmemb("numbers.txt", data, 250);
  always@(posedge clk) begin if(Mem_Write) data[Address[31:2]] <= Write_Data; end
  assign Read_Data = (Mem_Read) ? data[Address[31:2]] : 32'bz;
endmodule
module InstructionMemory(input [31:0] address, output logic [31:0] instruction);
  logic [31:0] data[0:199];
  initial $readmemb("Instruction.txt", data);
  assign instruction = data[address[31:2]];
endmodule
module RegisterFile(input clk, Reg_Write, input[4:0] Read_Reg1, Read_Reg2, Write_Reg, input[31:0] Write_Data, output equal, output logic [31:0] Read_Data1, Read_Data2);          
  logic [31:0] Registers [0:31];
  initial Registers[0] = 32'b0;
  always@(negedge clk) begin if (Reg_Write) Registers[Write_Reg] <= Write_Data; end 
  assign Read_Data1 = Registers[Read_Reg1];
  assign Read_Data2 = Registers[Read_Reg2];
  assign equal = (Read_Data1 == Read_Data2) ? 1 : 0;
endmodule  
==> ./numbers.txt <==
00000000000000000000000000000001
00000000000000000000000000000010
00000000000000000000000000000011
00000000000000000000000000000100
00000000000000000000000000000101
00000000000000000000000000000110
00000000000000000000000000000111
00000000000000000000000000001000
00000000000000000000000000001001
00000000000000000000000000001010
==> ./Instruction.txt <==
00000000000000000000100000100000
00100000000000100000000000001010
00000000000000000001100000100000
00000000000000000010000000100000
00000000000000000000000000000000
00000000000000000000000000000000
00010000001000100000000000000110
10001100011001010000001111101000
00000000100001010010000000100000
00100000011000110000000000000100
00100000001000010000000000000001
00000000000000000000000000000000
00001000000000000000000000000110
10101100000001000000011111010000
==> ./run.sh <==
#!/bin/bash
# OpenROAD 26Q1-2900-gdf79404cd8, Yosys 0.63+post, stock flow scripts
make -C /OpenROAD-flow-scripts/flow DESIGN_CONFIG=/design/flow/config.mk WORK_HOME=/design/flow/orfs finish
==> ./config.mk <==
export PLATFORM = sky130hd
export DESIGN_NAME = RegisterFile
export DESIGN_NICKNAME = RegisterFile
export VERILOG_FILES = /design/flow/design.v
export SDC_FILE = /design/flow/constraint.sdc
export NUM_CORES = 4
export LEC_CHECK = 1
export CORE_UTILIZATION = 50
==> ./constraint.sdc <==
current_design RegisterFile

set clk_period 10.1
set clk_io_pct 0.2

create_clock -name clk0 -period $clk_period [get_ports {clk}]

set non_clock_inputs [all_inputs -no_clocks]
set_input_delay [expr $clk_period * $clk_io_pct] -clock clk0 $non_clock_inputs
set_output_delay [expr $clk_period * $clk_io_pct] -clock clk0 [all_outputs]
==> impl_metrics.env <==
# source this file to load flow results
export IMPL_holdBufCountCts=0
export IMPL_syn_avg_cell_area_sq_um=19.3
export IMPL_grt_remaining_overflow=0
export IMPL_final_cells=5120
export IMPL_regMostFlops="Registers"
export IMPL_grt_pass1_vias=36600
export IMPL_cts_clk_slew_worst_paths_ns=0.04
export IMPL_detail_route_drc_violations=0
export IMPL_synth_cells=2478
export IMPL_gp_congestion=0.904
export IMPL_largest_reg_flops=1024
export IMPL_status="finished with violations"
export IMPL_synth_flop_count=1024
export IMPL_holdWs_ns=5.14
export IMPL_numClockSinks=1024
export IMPL_die_height_microns=311
export IMPL_fp_dieW_microns=311
export IMPL_antenna_left=0
export IMPL_drv_slew=0
export IMPL_yosysSeqAreaShare=0.643
export IMPL_fin_ws_ns=-0.252
export IMPL_critPathArrivalTime_ns=8.33
export IMPL_cts_root_buf="clkbuf_16"
export IMPL_via_per_inst=6.06
export IMPL_tightestPinTransition_ns=1.07
export IMPL_min_from="Read_Reg1[2]"
export IMPL_antenna_found_initial=0
export IMPL_syn_to_final_growth_pct=25.6
export IMPL_top_regs="Registers: 1024 flops"
export IMPL_cts_tree="yes"
export IMPL_synth_area_sq_um=47900
export IMPL_ir_worst_vdd_v=0.000147
export IMPL_wl_per_cell_microns=29.8
export IMPL_yosysUniqueCellTypes=28
export IMPL_drt_total_wl_microns=153000
export IMPL_p_per_area_nw_per_um2=191
export IMPL_fp_coreArea_sq_um=94900
export IMPL_cp_max_fo=2
export IMPL_maxSlewHeadroom=0.284
export IMPL_grt_use_total=0.363
export IMPL_dieArea_sq_um=97000
export IMPL_clockBufferDepth=3
export IMPL_startpoint_type="register"
export IMPL_firstDrtPassIters=8
export IMPL_log_warning_count=1029
export IMPL_yosys_area_sq_um=47900
export IMPL_final_util=0.633
export IMPL_crit_path_end_kind="primary output"
export IMPL_p_total_w=0.0114
export IMPL_cts_buffers=114
export IMPL_ys_cells=2478
export IMPL_critPathLaunch="Registers[22][17]$_DFFE_NP_"
export IMPL_worst_hold_path_type="input port to primary output"
export IMPL_violations="negative setup slack"
export IMPL_pin_count=114
export IMPL_critical_path_class="register to primary output"
export IMPL_drv_cap=0
export IMPL_hpwl_microns=86200
export IMPL_grt_setup_unrepaired="yes"
export IMPL_dpl_cell_count=3888
export IMPL_port_buffers=113
export IMPL_num_vias=31000
export IMPL_rows=113
export IMPL_power_leakage_nw=23.7
export IMPL_dr_first_iter_drc_count=1696
export IMPL_fp_util=0.504
export IMPL_yosys_warnings=2
export IMPL_setup_violations=1
export IMPL_hold_viol=0
export IMPL_h_tree_depth=3
export IMPL_grt_max_degree=97
export IMPL_cp_required_ns=8.08
export IMPL_drive_above_1_share=0.261
export IMPL_grt_pass1_wl_microns=222000
cell families (layout without fill, tap and decap cells):
logic type,after synthesis,after routing,share of synthesized area
XOR/XNOR,32,32,0.00586
flip-flops,1024,1024,0.643
multiplexers,576,576,0.238
other,0,3,0
buffers and inverters,202,1576,0.0228
AND-OR/OR-AND,384,384,0.0636
AND/OR/NAND/NOR,260,260,0.0276
what timing repair did:
item	CTS	global route
gates resized	91	25
pin swaps	39	13
setup buffers	2	1
endpoints found under the setup margin	2	6
path summary, 6_finish.rpt:
path | endpoint | slack (ns) | cells past startpoint
worst min-delay path | Read_Data1[26] | 5.14 | 4
worst max-delay path | equal | -0.25 | 9
routing by layer:
metal | share of wire | vias up | GRT usage
li1 | - | 13300 | -
met1 | 0.31 | 15100 | 0.412
met2 | 0.47 | 2375 | 0.485
met3 | 0.19 | 302 | 0.331
met4 | 0.034 | 9 | 0.149
met5 | 0.0019 | - | 0.0326
cell usage in the layout, fill, tap and decap left out, types with 64 or more instances in the layout:
| cell type | synthesis | layout |
|---|---|---|
| o21bai_1 | 64 | 64 |
| nand2_1 | 65 | 65 |
| clkdlybuf4s50_1 | 0 | 104 |
| clkbuf_16 | 0 | 117 |
| a22o_1 | 128 | 125 |
| mux4_2 | 448 | 448 |
| and2_1 | 66 | 64 |
| edfxtp_1 | 1024 | 1024 |
| mux2i_1 | 128 | 128 |
| buf_4 | 15 | 212 |
| inv_1 | 3 | 1056 |
worst max-delay path, stage by stage, from the launching register on:
cell	delay (ns)
edfxtp_1	0.39
mux4_2	0.47
a22o_1	0.25
nor3_2	0.34
a31oi_1	0.18
xor2_1	0.27
nor4_1	0.31
nand4_1	0.13
nor2_1	0.13
buf_2	0.12
synthesized netlist by cell type:
cell / instances / area share
buf_6: 26 / 0.0061
o21bai_1: 64 / 0.010
a221oi_1: 64 / 0.012
a21boi_1: 5 / 0.00078
nand3b_1: 5 / 0.00078
xor2_1: 32 / 0.0059
edfxtp_1: 1024 / 0.64
nor3_1: 60 / 0.0063
mux2i_1: 128 / 0.027
nand3_1: 2 / 0.00021
nand2_1: 65 / 0.0051
and2_1: 66 / 0.0086
buf_4: 15 / 0.0024
or3b_2: 3 / 0.00055
a31oi_1: 64 / 0.0084
buf_1: 12 / 0.00094
buf_2: 65 / 0.0068
nand4_1: 2 / 0.00026
inv_1: 3 / 0.00024
nor2b_1: 6 / 0.00078
a21boi_0: 59 / 0.0093
nor2_1: 38 / 0.0030
or3_1: 1 / 0.00013
mux4_2: 448 / 0.21
a22o_1: 128 / 0.023
nor3_2: 4 / 0.00084
clkbuf_1: 81 / 0.0064
nor4_1: 8 / 0.0010
metrics by stage:
step | worst slack [ns] | instance area, sq um | TNS [ns]
floorplan | 0.596 | 47900 | 0
global placement | -0.664 | 51800 | -0.664
detailed placement | -0.569 | 51800 | -0.569
CTS | -0.242 | 59900 | -0.242
global route | -0.361 | 60100 | -0.361
finish | -0.252 | 60100 | -0.252
final cells by class:
cell class                      count  area (sq um)
Antenna cell                        3          7.51
Clock buffer                      117          2930
Inverter                            2          7.51
Fill cell                        6400         34800
Tap cell                         1265          1580
Timing Repair Buffer              346          3170
Sequential cell                  1024         30700
Multi-Input combinational cell   1252         17000
Clock inverter                   1111          4610
power breakdown:
part	leakage, nW	switching [W]	total [W]	internal (W)
clock network	7.32	0.00264	0.00561	0.00297
logic	7.15	0.000594	0.00105	0.000457
registers	9.22	0.0000195	0.00479	0.00477
Power and IR drop assume default switching activity.
